<file path="design.v">
  typedef enum reg[3:0] {RESET,			IDEL, 
                         SELECT_DR, 	CAPTURE_DR, 
              			 SHIFT_DR, 		EXTIT1_DR, 
                         PAUSE_DR,		EXIT2_DR, 
                         UPDATE_DR,		SELECT_IR,   
                         CAPTURE_IR,	SHIFT_IR,
                         EXIT1_IR, 		PAUSE_IR,
                         EXIT2_IR, 		UPDATE_IR} states;
module tap_controller
(
  		input logic internal_clk,
		input logic tap_clk_enable,
  		input logic tap_rstn,
  		input logic tap_mode,
  		output logic tap_test_logic_reset,
  		output logic tap_capture_ir,
  		output logic tap_shift_ir,
 		output logic tap_update_ir,
  		output logic tap_capture_dr,
  		output logic tap_shift_dr,
  		output logic tap_update_dr
);
  	states 	tap_cur_state = RESET; 
  	states tap_next_state; 
  always_ff @ (posedge internal_clk or negedge tap_rstn)
begin
  if(tap_rstn == 0)
		tap_cur_state = RESET;
  else if(tap_clk_enable == 1)
		tap_cur_state = tap_next_state;
end
  always_comb
    begin
      case(tap_cur_state)
        RESET: 			tap_next_state = (tap_mode) ? RESET : IDEL;
        IDEL: 			tap_next_state = (tap_mode) ? SELECT_DR : IDEL;
        SELECT_DR: 		tap_next_state = (tap_mode) ? SELECT_IR : CAPTURE_DR;
        CAPTURE_DR: 	tap_next_state = (tap_mode) ? EXTIT1_DR : SHIFT_DR;
        SHIFT_DR: 		tap_next_state = (tap_mode) ? EXTIT1_DR : SHIFT_DR;
        EXTIT1_DR:		tap_next_state = (tap_mode) ? UPDATE_DR : PAUSE_DR;
        PAUSE_DR:		tap_next_state = (tap_mode) ? EXIT2_DR : PAUSE_DR;
        EXIT2_DR:		tap_next_state = (tap_mode) ? UPDATE_DR : SHIFT_DR;
        UPDATE_DR:		tap_next_state = (tap_mode) ? SELECT_DR : IDEL;
        SELECT_IR:		tap_next_state = (tap_mode) ? RESET : CAPTURE_IR;
        CAPTURE_IR:		tap_next_state = (tap_mode) ? EXIT1_IR : SHIFT_IR;
        SHIFT_IR:		tap_next_state = (tap_mode) ? EXIT1_IR : SHIFT_IR;
        EXIT1_IR:		tap_next_state = (tap_mode) ? UPDATE_IR : PAUSE_IR;
        PAUSE_IR:		tap_next_state = (tap_mode) ? EXIT2_IR : PAUSE_IR;
        EXIT2_IR:		tap_next_state = (tap_mode) ? UPDATE_IR : SHIFT_IR;
        UPDATE_IR:		tap_next_state = (tap_mode) ? SELECT_DR : IDEL;
		default: 		tap_next_state = RESET;
	endcase
    end 
    always_comb
        begin
                                tap_test_logic_reset = 1'b0;
                                tap_capture_dr = 1'b0;
                                tap_shift_dr = 1'b0;
                                tap_update_dr = 1'b0;
                                tap_capture_ir = 1'b0;
                                tap_shift_ir = 1'b0;
                                tap_update_ir = 1'b0;
          case(tap_next_state)
            RESET: 				tap_test_logic_reset = 1'b1;
            CAPTURE_DR:       	tap_capture_dr = 	1'b1;
            SHIFT_DR:         	tap_shift_dr = 1'b1;
            UPDATE_DR:        	tap_update_dr = 1'b1;
            CAPTURE_IR:       	tap_capture_ir = 1'b1;
            SHIFT_IR:         	tap_shift_ir = 1'b1;
            UPDATE_IR:        	tap_update_ir = 1'b1;
            default: 			tap_test_logic_reset = 1'b0;
        endcase
    end
endmodule 
</file>
<file path="config.mk">
export PLATFORM = sky130hd
export DESIGN_NAME = tap_controller
export DESIGN_NICKNAME = tap_controller
export VERILOG_FILES = /design/flow/design.v
export SDC_FILE = /design/flow/constraint.sdc
export NUM_CORES = 4
export LEC_CHECK = 1
export CORE_AREA = 10 10 70 70
export DIE_AREA = 0 0 80 80
</file>
<file path="constraint.sdc">
current_design tap_controller

set clk_period 2.3
set clk_io_pct 0.2

create_clock -name clk0 -period $clk_period [get_ports {internal_clk}]

set non_clock_inputs [all_inputs -no_clocks]
set_input_delay [expr $clk_period * $clk_io_pct] -clock clk0 $non_clock_inputs
set_output_delay [expr $clk_period * $clk_io_pct] -clock clk0 [all_outputs]
</file>
<file path="run.sh">
#!/bin/bash
# OpenROAD 26Q1-2900-gdf79404cd8, Yosys 0.63+post, stock flow scripts
make -C /OpenROAD-flow-scripts/flow DESIGN_CONFIG=/design/flow/config.mk WORK_HOME=/design/flow/orfs finish
</file>
==> Slide: Implementation Results <==
Key Metrics from the Run

Run status
  • Status: finished, final reports clean

Synthesis
  • Yosys Chip Area: 412 um^2
  • Post-Syn Area: 412 um^2
  • Ys flop type: dfrtp_1
  • Post-synth ARST share: 100%
  • Flops out of synthesis: 4
  • Synth area leader: dfrtp_1
  • Cell count after synthesis: 55
  • Yosys cell count: 55
  • Top area cell types: dfrtp_1 (24%), a21oi_1 (7.3%), a211oi_1 (5.5%)
  • Largest type area fraction: 24.3%
  • Yosys warns: 1
  • Register share after synthesis: 24.3%
  • Top cells by count, synth: a21oi_1 (6), dfrtp_1 (4), nor3_1 (4)
  • Most frequent cell after synthesis: a21oi_1
  • Avg Cell Area, Syn: approximately 7.5 um^2
  • Distinct cells, synth: 29
  • Count of library flops with an enable pin: 0

Finish
  • Final Instance Area: 617 um^2
  • Filler cell count: 407
  • Share of cells above drive strength 1: 26.1%
  • Largest register FFs: 4
  • Util after Layout: ~18%
  • Area Growth Syn to Fin: 49.8%

Clock tree
  • CTS Sinks: 4
  • Hold Buf Count CTS: 0
  • Root Buffer: clkbuf_4
  • H-tree depth: 1
  • Cts bufs inserted: 3
  • Clock Path Buffers: 2
  • Clk ins delay skew pair: about 0.24 ns
  • Clk slew on worst S/H paths: 0.04 ns
  • CTS tree: done

STA
  • Slew HR: between 70% and 80%
  • Post-layout period usage: 92.5%
  • Worst hold margin: ~0.42 ns
  • Setup violations, final: 0
  • Worst Max-Slew Pin Slew: 0.340 ns
  • Final Hold Fails: 0
  • Fin crit period: 2.13 ns
  • Maximum clock rate: 470 MHz
  • Final max-slew violation count: 0
  • RSZ-0062 raised after global routing: false
  • Clock Skew: between 0.001 and 0.0015 ns

Worst setup path
  • Critical path class: reg -> out
  • Slowest library cell on the worst path: clkdlybuf4s50_1
  • Critical Path Fanout Max: 9
  • Worst setup SP type: register
  • CP endpoint kind: output pin
  • Critical path's largest stage delay: 0.49 ns
  • Arr. time, crit path: 1.67 ns
  • Worst EP required: 1.84 ns
  • CP Cell Sequence: inv_2, and3_1, a21oi_1, nor3_1, clkdlybuf4s50_1
  • WP buf/inv: 2
  • Cell family with most CP delay: buffers and inverters

Placed design
  • Post-DP Area: 563 um^2
  • Placer Congestion: 0.795
  • I/O Buffers: 10
  • Post-DP HPWL: 868 um

Flow run
  • Tool Warnings: 25
  • # Max-Cap Violations: 0

Floorplanning
  • Placement Rows: 21
  • Core Area: roughly 0.0034 mm^2
  • Floorplan Utilization: about an eighth
  • Die ar.: 0.00640 mm^2
  • Height of the die: 80 um
  • Die W: 80 um
  • IO Pins: 11

Drt
  • Met2 routed WL: around 480 um
  • Met3 Wirelength: between 90 and 100 um
  • Top Layer Used: met4
  • Final WL: 1200 um
  • DRC viols: 0
  • Initial drt markers: 13
  • Number of diodes: 0
  • DR vias: 449
  • WL/cell: 10.4 um
  • Final ANT Viol Nets: 0
  • M1 WL: 602 um
  • DR vias/cell: 3.90
  • Drt pass-1 iters: 4

Power
  • Worst IR drop on VDD: between 0.3 and 0.4 mV
  • Leak Pwr: 0.216 nW
  • Power Dens Cells: 1040 mW/mm^2

GRT
  • Vias in the first global route: 449
  • First-pass GRT wire length: between 2000 and 2500 um
  • GRT overflow: 0
  • GR Util All Layers: 3.92%
  • Largest net degree at the start of global routing: 17
  • Initial antenna violation count: 0

Hold path
  • HP Class: in -> async
power by group:
part	switching [W]	internal, W
combinational	0.000158	0.000185
sequential	0.0000986	0.000108
clock	0.0000312	0.0000585
logic make-up (layout without fill, tap and decap cells):
group           Yosys count  in the layout  share of synthesized area [%]
compound gates           19             19                           30.1
flops                     4              4                           24.3
simple gates             24             24                           33.1
buf+inv                   8             22                           12.5
layout make-up:
class	count	area [um^2]	area share, %
Sequential cell	4	104	16.8
Tap cell	46	57.6	9.33
Inverter	2	7.51	1.22
Timing Repair Buffer	17	155	25.2
Multi-Input combinational cell	43	270	43.8
Clock buffer	3	22.5	3.65
worst paths after layout:
path,slack (ns),cells past startpoint,endpoint,from
setup reg to reg,0.94,5,tap_cur_state[1],tap_cur_state[2]
hold / removal,0.42,1,tap_cur_state[2],tap_rstn
hold reg to reg,0.68,2,tap_cur_state[1],tap_cur_state[0]
min in group clk0,0.68,2,tap_cur_state[1],tap_cur_state[0]
setup / recovery,0.17,5,tap_shift_dr,tap_cur_state[1]
max in group asynchronous,1.71,1,tap_cur_state[0],tap_rstn
metrics by stage:
step                std cells  setup TNS (ns)  setup WS (ns)  total power (W)
floorplan                  55               0           1.02         0.000419
global placement          110          -0.120        -0.0895         0.000504
detailed placement        110          -0.104        -0.0563         0.000504
CTS                       113               0         0.0217         0.000604
global route              115               0         0.0220         0.000712
finish                    115               0          0.173         0.000639
per-layer routing:
layer	up-vias	global-route usage [%]
met1	202	5.61
met2	14	5.22
met4	0	0.704
met5	-	0
li1	231	-
met3	2	1.82
repair_timing:
action / in CTS / in global routing
endpoints found under the hold margin: 0 / 0
pin swaps: 0 / 0
setup buffers: 0 / 2
endpoints found under the setup margin: 4 / 4
resized: 3 / 4
cell usage in the layout, fill, tap and decap left out, types with 2 or more instances in the layout:
cell type,netlist,final
and3_1,2,2
nand2_1,3,3
a211oi_2,0,2
dfrtp_2,0,3
clkdlybuf4s50_1,0,9
nand2b_1,3,3
nor2_1,2,2
nor3_1,4,4
clkbuf_4,0,3
buf_4,3,6
a21oi_1,6,6
o21ai_1,3,3
nand3_1,3,3
Power and IR drop assume default switching activity.
