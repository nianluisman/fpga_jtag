### flow/design.v
`timescale 1 ns / 1 ns
module data_registers(
  	  input logic 	internal_clk,
  	  input logic   reg_tck_enable, 
      input logic   reg_trstn,
  	  input logic	reg_test_logic_reset,
      input logic 	reg_digital_input,
  	  output logic 	reg_digital_output,
      input reg 	reg_capture_dr,
      input reg 	reg_shift_dr,
      input reg 	reg_update_dr,
      output reg 	reg_capture_bsc,
      output reg 	reg_shift_bsc,
      output reg	reg_update_bsc,
      input reg 	reg_capture_ir,
      input reg 	reg_shift_ir,
      input reg 	reg_update_ir,
   	  input logic	reg_mode,
  	  output logic  reg_mode_bsc,
  	  output reg 	reg_scan_to_bsc,
  	  input reg 	reg_scan_from_bsc
);
  typedef enum logic[3:0] { 			SAMPLE = 	4'h8, 
                                		BYPASS = 	4'hf,
                               		IDCODE =  	4'h0,
                                		EXTEST = 	4'h3} 
      	data_opcode_dr;
   logic 			reg_bypassed_tdo = 0;  
  	logic [4-1:0]  	reg_jtag_shift_ir = 4'b0;          	 
  	logic [4-1:0] 		reg_jtag_hold_ir = 4'b0;				 
   logic 				reg_idcode_tdo = 0;
  	logic [31:0] 		reg_idcode_ir = 32'd0; 
	logic  				reg_instruction_tdo = 0;
    always_ff @ (posedge internal_clk or negedge reg_trstn)
        begin
          if(!reg_trstn)
            reg_jtag_shift_ir[4-1:0] <= 1;
          else if(reg_tck_enable == 1) begin
            if (reg_test_logic_reset == 1)
              reg_jtag_shift_ir[4-1:0] <=  1;
            else if(reg_capture_ir)
              reg_jtag_shift_ir <=  4'b0101;
            else if(reg_shift_ir)
              reg_jtag_shift_ir[4-1:0] <=  {reg_digital_input, reg_jtag_shift_ir[4-1:1]};
          end        
         end
        always_comb begin
				reg_instruction_tdo <= reg_jtag_shift_ir[0];
		  end  
    always_ff @ (posedge internal_clk or negedge reg_trstn)
        begin
          if(!reg_trstn)
            reg_jtag_hold_ir <= 1;    
          else if(reg_tck_enable == 1) begin
            if (reg_test_logic_reset)
              reg_jtag_hold_ir <= 1;    
            else if(reg_update_ir)
              reg_jtag_hold_ir <= reg_jtag_shift_ir;
          end
         end
    always_ff @ (posedge internal_clk or negedge reg_trstn) 
      begin
          if(!reg_trstn)
            reg_idcode_ir <= 32'b0;    
        else if(reg_tck_enable == 1) begin
            if (reg_test_logic_reset)
              reg_idcode_ir <= 32'b0;    
            else if(reg_jtag_hold_ir == IDCODE  & reg_capture_dr)
              reg_idcode_ir <= 32'h149511c3;
            else if(reg_jtag_hold_ir == IDCODE & reg_shift_dr)
              reg_idcode_ir <= {reg_digital_input, reg_idcode_ir[31:1]};
        end
       end
      always_comb begin
				reg_idcode_tdo <= reg_idcode_ir[0];
		end
    always_ff @ (posedge internal_clk or negedge reg_trstn)
        begin
          if (!reg_trstn)
             reg_bypassed_tdo <= 1'b0;
          else if(reg_tck_enable == 1) begin
              if (reg_test_logic_reset == 1)
                 reg_bypassed_tdo <=  1'b0;
              else if (reg_jtag_hold_ir == BYPASS & reg_capture_dr)
                reg_bypassed_tdo	<= 1'b0;
              else if(reg_jtag_hold_ir == BYPASS & reg_shift_dr)
                reg_bypassed_tdo	<= reg_digital_input;
        	end
        end
     	always_comb
      begin
        if(reg_jtag_hold_ir == EXTEST)
          	reg_mode_bsc = 1;
			else 
				reg_mode_bsc = 0;  
        if(reg_jtag_hold_ir == SAMPLE || reg_jtag_hold_ir == EXTEST )begin 
          	reg_scan_to_bsc = reg_digital_input;        
           	reg_capture_bsc = reg_capture_dr;
          	reg_shift_bsc = reg_shift_dr;
            reg_update_bsc = reg_update_dr; 
          end else begin
            reg_shift_bsc = 1'b0;
            reg_capture_bsc = 1'b0;
            reg_update_bsc = 1'b0; 
            reg_scan_to_bsc = 1'b0;
            reg_mode_bsc = 1'b0;
          end 
      end 
     always_comb
        begin
          if(reg_shift_ir)
                reg_digital_output = reg_instruction_tdo;
          else begin 
          case(reg_jtag_hold_ir)
            	SAMPLE:  reg_digital_output <= reg_scan_from_bsc;
               BYPASS: reg_digital_output <= reg_bypassed_tdo;       
            	EXTEST: reg_digital_output <= reg_scan_from_bsc;
            	IDCODE: reg_digital_output <= reg_idcode_tdo;
            default:   	reg_digital_output <= 1'b0;
            endcase
          end 
        end 
endmodule 
### flow/run.sh
#!/bin/bash
# OpenROAD 26Q1-2900-gdf79404cd8, Yosys 0.63+post, stock flow scripts
make -C /OpenROAD-flow-scripts/flow DESIGN_CONFIG=/design/flow/config.mk WORK_HOME=/design/flow/orfs finish
### flow/config.mk
export PLATFORM = sky130hd
export DESIGN_NAME = data_registers
export DESIGN_NICKNAME = data_registers
export VERILOG_FILES = /design/flow/design.v
export SDC_FILE = /design/flow/constraint.sdc
export NUM_CORES = 4
export LEC_CHECK = 1
export CORE_UTILIZATION = 50
### flow/constraint.sdc
current_design data_registers

set clk_period 11.5
set clk_io_pct 0.2

create_clock -name clk0 -period $clk_period [get_ports {internal_clk}]

set non_clock_inputs [all_inputs -no_clocks]
set_input_delay [expr $clk_period * $clk_io_pct] -clock clk0 $non_clock_inputs
set_output_delay [expr $clk_period * $clk_io_pct] -clock clk0 [all_outputs]
==> changes_impl.md <==
### Implementation results

- PostCTS Resize Cnt: 0
- Dpl hpwl: ~2100 um
- Cell Type Count: 35
- CTS Buffer Depth: 2
- Initial antenna violation count: 0
- Final cycle utilization of the critical path: 51.8%
- R2R cell count: 3
- Row Count: 21
- Maximum clock frequency: roughly 0.17 GHz
- Unrepaired setup endpoints after global routing: no
- Outcome: completed
- GR Util met3: roughly 4.3%
- Register Area: between 1000 and 1500 um2
- Crit path launch type: input pin
- Yosys warns: 1
- Placed cell area: 1920 um2
- Synthesized registers: 41
- Sequential-to-total area share from yosys stat: 58.8%
- Worst R2R Start: reg_jtag_hold_ir[3]
- Peak supply drop: 0.000111 V
- DR iter-0 viols: 61
- CTS tree: built
- CTS Sinks: 41
- Arr. time, crit path: 3.66 ns
- Number of global-route vias before repair: 1167
- Yosys cell count: ~140
- Final Critical Period: 5.96 ns
- Total core area: 3340 um2
- Yosys top cell by area: dfrtp_1
- Ant. Diodes: 0
- DRT Pass-1 Iters: 4
- Largest net degree at the start of global routing: 42
- Layout cell share with drive strength beyond 1: between 10% and 20%
- Mean routed wirelength per cell: 16.5 um
- Sum of negative setup slack: 0 ns
- Grt peak-use layer: met1
- DRC: 0
- Mapped cell area: 1750 um2
- Gr ovfl total: 0
- Post-CTS setup buffer count: 0
- P&R area growth vs syn: 14.1%
- Syn Area/Cell: roughly 13 um2
- Crit path max fanout: 9
- CTS Hold Bufs: 0
- Wirelength, routed: 3290 um
- CTS Buf Count: 5
- Core Util, Final: 59.8%
- HP Start: reg_idcode_ir[18]
- Max Transition Viols Final: 0
- Critical path startpoint: reg_shift_ir
- Via/cell ratio: 6.11
- H-Tree Depth: 2
- Die width: just over 60 um
- Largest type area fraction: between 50 and 60%
- Synth area leaders: dfrtp_1 56%, a22o_1 11%, o221a_1 3.9%, o221a_2 3.9%, dfstp_2 3.0%
- DRT antenna net count: 0
- # IOs: 19
- Worst setup path category: input pin to output pin
- Critical path capture point type: output pin
- Worst-Skew Late Latency: approximately 0.34 ns
- OpenROAD warnings: 27
- Total die size: roughly 3700 um2
- Logic area: 647 um2
- Pwr/cell area: roughly 140 nW/um2
- Setup violations, final: 0
- Total global-route track usage: between 20% and 30%
- Vertical die size: 61.2 um
- Slew HR: 45.8%
- Least-Margin Pin Slew: 0.813 ns
- Leak: 0.882 nW
- Placer Congestion: 0.829
- Fill cells: 276
- Worst flop-to-flop path endpoint: reg_idcode_ir[3]
- Max-cap violations: 0
- FF-to-FF setup slack: 9.43 ns
- CTS clk-pin slew, worst paths: between 0.1 and 0.15 ns
- Final hold violation count: 0
- First-pass GRT wire length: approximately 5500 um
- Area reported by Yosys stat: 1750 um2
- Fp util: 52.5%
- Fin area: 2000 um2
- # port buffers: 17
- Root buffer cell: clkbuf_4
- Cell count after synthesis: 139
- Met1 GRT Util: 37.2%
- Hold crit path type: flop to flop
- Worst Path Required: 9.20 ns
- Total vias in the final route: 1221
- GR Layer Usage met2: around 28%
- Critical Path End: reg_digital_output
- Clock Skew: 0.0104 ns
-- state kept, by name, summed over array words and instances, names as in the netlist --
signal and count:
reg_idcode_ir 32, reg_jtag_hold_ir 4, reg_jtag_shift_ir 4, reg_bypassed_tdo 1
-- how the worst min path moves through the flow --
stage | endpoint | slack, ns | cells past startpoint
4_1_cts | reg_idcode_ir[17] | 0.51 | 1
5_1_grt | reg_idcode_ir[17] | 0.52 | 1
6_report | reg_idcode_ir[17] | 0.51 | 1
-- through the flow --
stage	hold slack [ns]	power [mW]	setup WS (ns)	std cells
5_1_grt	0.524	0.281	5.45	200
2_1_floorplan	0.466	0.174	6.48	139
4_1_cts	0.510	0.273	5.54	200
6_report	0.506	0.270	5.54	200
3_3_place_gp	0.480	0.185	5.55	193
3_5_place_dp	0.483	0.186	5.55	193
-- placed cells by master (no fill, tap or decap), types with 2 or more instances in the layout --
| cell type | n |
|---|---|
| and2_1 | 4 |
| nand2_1 | 5 |
| o221a_2 | 6 |
| o221a_1 | 6 |
| clkbuf_4 | 5 |
| o2bb2ai_1 | 3 |
| clkdlybuf4s50_1 | 16 |
| inv_1 | 4 |
| a2bb2oi_1 | 2 |
| and4_1 | 2 |
| a22o_1 | 22 |
| dfrtp_1 | 39 |
| o22ai_1 | 2 |
| a21oi_1 | 4 |
| nand3_1 | 2 |
| dfstp_2 | 2 |
| o21ai_0 | 5 |
| o22a_1 | 2 |
| nor2_1 | 4 |
-- routing by layer --
layer  up-vias  routed length, um
met3         8                191
met5         -                  0
met1       592               1740
met2        45               1310
met4         0                 57
li1        576                  -
-- cell type report --
type	instances	share of cell area (%)
clock buffers	5	1.88
repair buffers	18	8.65
well taps	46	2.88
multi-input cells	83	32.4
inverters	5	0.940
clock inverters	2	1.75
flip-flops and latches	41	51.5
-- power breakdown --
group	total (mW)	internal, mW	switching [mW]
registers	0.157	0.151	0.00562
logic	0.0266	0.0134	0.0132
clock network	0.0866	0.0443	0.0424
total	0.270	0.209	0.0612
-- kinds of logic (layout without fill, tap and decap cells) --
kind of cell | Yosys count | after routing | synth area share (%)
flops | 41 | 41 | 58.8
buf+inv | 15 | 30 | 4.29
simple gates | 28 | 28 | 9.94
compound gates | 55 | 55 | 27.0
-- cells in the mapped netlist --
cell type,count
nand4_1,1
and2_1,4
o21ai_0,5
o22a_1,2
inv_1,4
a2bb2oi_1,2
or4_1,1
nor4_1,1
a22o_1,22
o22ai_1,2
nor2b_1,1
nor3_2,1
dfrtp_1,39
a221oi_1,1
or2_2,1
buf_2,3
o31a_1,1
o221a_2,6
nand2_1,5
or4_4,1
and4_1,2
buf_6,2
a32oi_1,1
nand4b_1,1
clkinv_1,1
nand3_1,2
o2bb2ai_1,3
o221a_1,6
a21oi_1,4
and3_1,1
clkbuf_1,5
nor4b_1,1
nor2_1,4
dfstp_2,2
nor4bb_1,1
-- worst max-delay path, stage by stage --
cell and delay, ns:
clkdlybuf4s50_1 0.64, a221oi_1 0.09, a21oi_1 0.16, clkdlybuf4s50_1 0.47
No activity file was given, so power comes from the tool's default toggle rates.
